### flow/design.v
module spi_syn_slave(
    input wire clk,
    input  wire rst_n,
    output reg [7:0] rx_data,
    output wire data_valid,
    input  wire sclk,
    input  wire cs,
    input  wire mosi
);
reg[2:0] buf_sclk, buf_cs, buf_mosi;
always @(posedge clk)begin
  if(!rst_n) begin
    buf_sclk <= 3'b111;
    buf_cs <= 3'b111;
    buf_mosi <= 3'b000;
  end else begin
    buf_sclk <= {buf_sclk[1:0], sclk};
    buf_cs <= {buf_cs[1:0], cs};
    buf_mosi <= {buf_mosi[1:0], mosi};
  end
end
wire sclk_rise;
wire cs_rise;
assign sclk_rise = ((buf_sclk[2]==1'b0)&&(buf_sclk[1]==1'b1))?1'b1:1'b0;
assign cs_rise = ((buf_cs[2]==1'b0)&&(buf_cs[1]==1'b1))?1'b1:1'b0;
reg [7:0] rx_shift_reg;
reg [2:0] bit_cnt;
reg [1:0] buf_data_valid;
assign data_valid = buf_data_valid[1];
always@(posedge clk) begin
  if(!rst_n) begin
    rx_data <= 8'b0;
    buf_data_valid <= 2'b0;
    bit_cnt <= 3'b0;
    rx_shift_reg <= 8'b0;
  end else begin
    if(sclk_rise) begin
      if(bit_cnt == 3'b111) begin
        bit_cnt <= 3'b0;
        rx_data <= {rx_shift_reg[6:0], buf_mosi[2]};
      end else begin
        bit_cnt <= (bit_cnt + 1) & 3'b111;
        rx_shift_reg <= {rx_shift_reg[6:0], buf_mosi[2]};
      end
    end else if(cs_rise) begin
      bit_cnt <= 3'b0;
      rx_shift_reg <= 8'b0;
    end
    buf_data_valid <= {buf_data_valid[0], (sclk_rise && (bit_cnt == 3'b111))};
  end
end
endmodule
module top (
    input wire clk50m,
    input wire rst_n,
    input wire sclk,
    input wire cs,
    input wire mosi,
    output wire [8:0] led,
    output wire o_sclk,
    output wire o_cs,
    output wire o_mosi
); 
    wire data_valid;
    wire [7:0] rx_data;
    assign led[7:0] = rx_data[7:0];  
    assign led[8] = data_valid;  
    assign o_sclk = sclk;
    assign o_cs = cs;
    assign o_mosi = mosi;
    spi_syn_slave my_spi_syn(
        .clk(clk50m),
        .rst_n(rst_n),
        .rx_data(rx_data),
        .data_valid(data_valid),
        .sclk(sclk),
        .cs(cs),
        .mosi(mosi)
    );
endmodule
### flow/run.sh
#!/bin/bash
# OpenROAD 26Q1-2900-gdf79404cd8, Yosys 0.63+post, stock flow scripts
make -C /OpenROAD-flow-scripts/flow DESIGN_CONFIG=/design/flow/config.mk WORK_HOME=/design/flow/orfs finish
### flow/config.mk
export PLATFORM = sky130hd
export DESIGN_NAME = top
export DESIGN_NICKNAME = top
export VERILOG_FILES = /design/flow/design.v
export SDC_FILE = /design/flow/constraint.sdc
export NUM_CORES = 4
export LEC_CHECK = 1
export CORE_AREA = 10 10 85 85
export DIE_AREA = 0 0 95 95
### flow/constraint.sdc
current_design top

set clk_period 2.0
set clk_io_pct 0.2

create_clock -name clk0 -period $clk_period [get_ports {clk50m}]

set non_clock_inputs [all_inputs -no_clocks]
set_input_delay [expr $clk_period * $clk_io_pct] -clock clk0 $non_clock_inputs
set_output_delay [expr $clk_period * $clk_io_pct] -clock clk0 [all_outputs]
==> flow_summary_export.csv <==
group,metric,value,unit
run_status,status,"complete, no violations",
placed_design,dp_hpwl,1270,um
clocking,ctsRootBufferMaster,"clkbuf_8",
grt,grt_pass1_vias,682,
route,drc,0,
synthesis,netlist.area_leader.share,58.6,%
final_timing,maxSlewViolCount,0,
worst_hold_path,hp-class,"flop to flop",
placed_design,finalWeightedCongestion,0.731,
grt,overflow,0,
route,viasPerCell,3.69,
clocking,post_cts_buffers,0,
floorplanning,rows,27,
floorplanning,io_pins,17,
critical_path,critPathLaunch,"mosi",
final_timing,period_used_share,86.4,%
clocking,htree_levels,2,
critical_path,reg2reg_depth,5,
clocking,cts_tree,"yes",
power,total_power,1.09,mW
placed_design,io_buffer_count,16,
clocking,numCtsBuffers,5,
critical_path,r2r_start,"my_spi_syn.bit_cnt[0]",
clocking,clock_sinks,29,
synthesis,enable_flop_cells,0,
final_layout,layout-drive-gt1-share,11.2,%
synthesis,yosysTopAreaCell,"dfxtp_1",
clocking,clk_latency,270,ps
critical_path,worst-setup-path-type,"input port to output port",
synthesis,ys_ff,29,
final_layout,largest_reg_flops,8,
final_layout,syn2layout_area_growth,31.6,%
synthesis,syn_avg_cell_area,10.1,um^2
clocking,cts_max_path_buffers,2,
clocking,clk_pin_slew,60,ps
synthesis,yosysCellCount,98,
grt,grt_max_degree,14,
synthesis,area_leaders,"dfxtp_1, a22o_1, a21oi_1",
final_timing,rsz0062_at_grt,"false",
final_timing,period_minus_slack,1730,ps
grt,grt_pass1_wl,3000,um
critical_path,slowest_stage,"clkdlybuf4s50_1",
route,drtPass1Iterations,2,
floorplanning,dieHeight,95,um
flow_run,drv_cap,0,
synthesis,synthArstFlopShare,0,%
synthesis,synthFlopType,"dfxtp_1",
critical_path,path_cells,"clkdlybuf4s50_1 > clkdlybuf4s50_1",
synthesis,ys_types,19,
clocking,hold_buffers,0,
route,post_drt_wl_per_cell,9.36,um
flow_run,log.warning_count,25,
critical_path,critical_path.max_fanout,2,
final_timing,finalSetupViolCount,0,
final_timing,slew_headroom,75.8,%
critical_path,cp_common_cell,"clkdlybuf4s50_1",
critical_path,cpPeakStageDelay,470,ps
synthesis,syn_inst,98,
critical_path,crit_cells,2,
critical_path,crit_family,"buffers and inverters",
synthesis,netlist_area,991,um^2
critical_path,cp_num_buf_inv,2,
grt,track_usage,4.13,%
synthesis,yosysWarnings,1,
route,wirelength,1760,um
floorplanning,coreArea,5470,um^2
critical_path,crit_path_end_kind,"output port",
critical_path,rrSetupSlack,340,ps
route,drtAntennaViolNets,0,
grt,antenna_found_initial,0,
power,p_leak,0.463,nW
synthesis,most_common_cell,"dfxtp_1",
route,vias,694,
floorplanning,die_area,9030,um^2
route,drt-initial-drc-count,34,
critical_path,endpoint,"o_mosi",
power,irDropWorstVdd,0.352,mV
critical_path,worstSetupStartpointType,"input port",
critical_path,r2r-end,"my_spi_syn.rx_shift_reg[2]",
power,p_per_area,833,nW/um^2
synthesis,ys_area,991,um^2
floorplanning,die_x,95,um
final_timing,fin_skew,4.63,ps
clocking,cts.repair.resized,0,
route,diodes,0,
final_timing,worst_slew_pin_slew,362,ps
synthesis,ys_seq_share,58.6,%
synthesis,synthTopCellsByCount,"dfxtp_1, a21oi_1, nand3_1, nand2_1, nand2b_1",
final_timing,fin_tns_setup,0,ps
floorplanning,initCoreUtil,18.1,%
final_timing,hold_viol,0,
critical_path,cp.required,1600,ps
critical_path,crit_arrival,1330,ps
final_timing,max_freq,0.579,GHz
metal layers:
layer | global-route usage [%] | wire, um | share of wire (%) | vias to the layer above
met1 | 5.03 | 833 | 47 | 305
met4 | 0.748 | 8 | 0.45 | 0
li1 | - | - | - | 369
met5 | 0 | 0 | 0 | -
met2 | 6.24 | 730 | 41 | 18
met3 | 2.48 | 189 | 11 | 2
where the power goes:
group          total [mW]  switching [mW]  internal [mW]
combinational      0.0390          0.0173         0.0216
sequential          0.589         0.00306          0.586
clock               0.458           0.187          0.272
cells by family (layout without fill, tap and decap cells):
logic type | Yosys count | count (layout) | share of synthesized area, %
AOI/OAI and AO/OA | 19 | 19 | 12.8
adders and majority gates | 2 | 2 | 2.52
buffers and inverters | 9 | 27 | 5.05
DFF | 29 | 29 | 58.6
and+or+nand+nor | 39 | 39 | 21.1
layout make-up:
type	instances	area, um^2
clock buffers	7	86.3
fillers	607	4170
inverters	1	3.75
multi-input cells	60	360
flip-flops and latches	29	581
well taps	72	90.1
repair buffers	19	183
how the worst min path moves through the flow:
stage | start | to | slack (ps) | depth (start not counted)
4_1_cts | my_spi_syn.buf_sclk[0] | my_spi_syn.buf_sclk[1] | 410 | 1
5_1_grt | my_spi_syn.buf_sclk[0] | my_spi_syn.buf_sclk[1] | 440 | 1
6_report | my_spi_syn.buf_sclk[0] | my_spi_syn.buf_sclk[1] | 410 | 1
through the flow:
stage / hold slack, ps / util, % / cell area [um^2] / worst slack, ps / cells
2_1_floorplan: 386 / - / 991 / 279 / 98
3_3_place_gp: 390 / 22.2 / 1220 / 263 / 181
3_5_place_dp: 392 / 22.2 / 1220 / 267 / 181
4_1_cts: 406 / 23.8 / 1300 / 257 / 188
5_1_grt: 436 / 23.8 / 1300 / 202 / 188
6_report: 406 / 23.8 / 1300 / 273 / 188
placed cells by master, fill, tap and decap left out, types with 2 or more instances in the layout:
master            n
a21oi_1          11
a22o_1            7
and2_1            4
buf_4             3
clkbuf_8          6
clkdlybuf4s50_1  16
dfxtp_1          29
ha_1              2
nand2_1          10
nand2b_1          8
nand3_1          11
No activity file was given, so power comes from the tool's default toggle rates.
