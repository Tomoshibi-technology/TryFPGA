==> flow/design.v <==
module neopixel_driver #(
  parameter LEDS = 200,
  parameter CLK_HZ = 50_000_000
)(
  input wire i_clk,
  input wire i_rst_n,
  input wire i_start,
  output reg o_busy,
  output wire [$clog2(LEDS*3)-1:0] o_rd_addr,  
  input wire [7:0] i_data,
  output reg o_neopixel_out,
  output reg o_frame_done,
  output wire[7:0] o_debug_state
);
assign o_debug_state = r_clk_cnt[15:8];  
localparam T0H_TCK = 15;   
localparam T0L_TCK = 45;   
localparam T1H_TCK = 30;   
localparam T1L_TCK = 30;   
localparam RST_TCK = 2500;  
typedef enum logic [2:0] {
  IDLE,
  LOAD,
  LOAD2,
  HI,
  LO,
  RST
} state_t;
state_t r_state = IDLE;
reg[15:0] r_clk_cnt = 0;
reg[2:0] r_bit_cnt = 0;  
reg[7:0] r_shift = 0;
reg [$clog2(LEDS*3)-1:0] r_byte_cnt = 0;  
assign o_rd_addr = LEDS*3 - r_byte_cnt-1;
always @(posedge i_clk)begin
  if(!i_rst_n) begin
    r_state <= IDLE;
    r_clk_cnt <= 0;
    r_bit_cnt <= 0;
    r_shift <= 0;
    r_byte_cnt <= 0;
  end else begin
    case (r_state)
      IDLE: begin
        if(i_start) begin
          o_busy <= 1'b1;
          r_state <= LOAD;
          r_byte_cnt <= LEDS*3-1;
        end else begin
          o_neopixel_out <= 1'b0;
          o_busy <= 1'b0;
          o_frame_done <= 1'b0;
        end
      end
      LOAD: 
        r_state <= LOAD2;
      LOAD2: begin
        r_state <= HI;
        o_neopixel_out <= 1'b1;
        r_shift <= i_data;
        r_bit_cnt <= 3'd7;
        r_clk_cnt <= (i_data[7]) ? T1H_TCK-1 : T0H_TCK-1;
      end
      HI: begin
        if(r_clk_cnt == 0) begin 
          r_state <= LO;
          o_neopixel_out <= 1'b0;
          r_clk_cnt <= (r_shift[7]) ? T1L_TCK-1 : T0L_TCK-1;
        end else begin
          r_clk_cnt <= r_clk_cnt-1;
        end
      end
      LO: begin
        if(r_clk_cnt == 0) begin  
          r_shift <= {r_shift[6:0], 1'b0};  
          if(r_bit_cnt == 0)begin  
            if(r_byte_cnt == 0) begin  
              r_state <= RST;
              o_frame_done <= 1'b1;
              r_clk_cnt <= RST_TCK - 1;
            end else begin
              r_state <= LOAD;
              r_byte_cnt <= r_byte_cnt - 1;
            end
          end else begin
            r_bit_cnt <= r_bit_cnt - 1;
            r_state <= HI;
            o_neopixel_out <= 1'b1;  
            r_clk_cnt <= (r_shift[6]) ? T1H_TCK - 1 : T0H_TCK - 1;
          end
        end else begin
          r_clk_cnt <= r_clk_cnt - 1;
        end
      end
      RST: begin
        o_neopixel_out <= 1'b0;
        if(r_clk_cnt == 0) begin
          r_state <= IDLE;
        end else begin
          r_clk_cnt <= r_clk_cnt - 1;
        end
      end
    endcase
  end
end
endmodule
==> flow/run.sh <==
#!/bin/bash
# OpenROAD 26Q1-2900-gdf79404cd8, Yosys 0.63+post, stock flow scripts
make -C /OpenROAD-flow-scripts/flow DESIGN_CONFIG=/design/flow/config.mk WORK_HOME=/design/flow/orfs finish
==> flow/config.mk <==
export PLATFORM = sky130hd
export DESIGN_NAME = neopixel_driver
export DESIGN_NICKNAME = neopixel_driver
export VERILOG_FILES = /design/flow/design.v
export SDC_FILE = /design/flow/constraint.sdc
export NUM_CORES = 4
export LEC_CHECK = 1
export CORE_UTILIZATION = 30
==> flow/constraint.sdc <==
current_design neopixel_driver

set clk_period 6.5
set clk_io_pct 0.2

create_clock -name clk0 -period $clk_period [get_ports {i_clk}]

set non_clock_inputs [all_inputs -no_clocks]
set_input_delay [expr $clk_period * $clk_io_pct] -clock clk0 $non_clock_inputs
set_output_delay [expr $clk_period * $clk_io_pct] -clock clk0 [all_outputs]
==> run notes <==
impl run done, here's what came out: status finished with violations, failing checks design-rule violations, crit-path cells clkdlybuf4s50_1 -> inv_1 -> a21oi_1 -> a221o_1, # diodes 0, GP Congestion about 0.9, post-synthesis average cell area between 8 and 9 um^2, CP arrival 3.44 ns, Port Buf Inserts 31, Layout Skew 0.004640 ns, layout overhead on the synthesized area 16.15%, final worst path period share 49.99%, Top Ports 32, maxcap violations 0, CP Capture Type flop, WS Path Type input pin to flop, DRC 4, worst vdd ir roughly 0.21 mV, OpenROAD warnings 28, fmax 0.3078 GHz, Filler cells 885, critical path's slowest cell inv_1, Top cell area share between 20 and 30%, sequential share of power between 20% and 30%, Fin Hold WS 0.4729 ns, sw frac approximately 45%, Fin Setup TNS 0 ns, crit path launch type input pin, Mapped Area around 2800 um^2, Total Power 1.746 mW, CTS Buf Count 5, first-pass GRT wire length 10760 um, yosys stat area 2750 um^2, die height 97.75 um, largest net degree at the start of global routing 25, Seq. cell area 890.9 um^2, yosys aoi share roughly 23%, placed cell area approximately 3100 um^2, Logic pwr share 58.3%, initial DRC count 224, gr usage total approximately 14%, die area 9554 um^2, Via density 5.363, Post-synth EDFFs 3, Simple Share, Synth 28.98%, largest area contributor in the netlist dfxtp_1, adder share 3.185%, net switching power between 700 and 800 uW, Fin. Hold Viols 0, MUX area fraction less than 1%, number of hold-repair buffers added at the cts stage 0, iteration tally of the first detailed-router pass 48, Relative slew margins 43.40%, vias in the first global route 2273, share of cells above drive strength 1 8.939%, Final ANT Viol Nets 0, post-route minimum period 3.249 ns, Synth flops 43, pre-CTS setup slack around 2.9 ns, Largest logic family simple AND/OR/NAND/NOR gates, clock slew at reported path FFs roughly 0.08 ns, postcts setup bufs 0, Int Pwr 963.9 uW, routed vias 2499, Root Driver clkbuf_8, final core occ 36.27%, main area contributors dfxtp_1 (29%), nand2_1 (5.9%), nor2_1 (5.6%), a21oi_1 (4.4%), xnor2_1 (3.5%), clock latency at the later pin of the worst-skew pair 0.29 ns, Max Root-Sink Buffers 2, worst hold path class flop to flop, Mapped Cells roughly 340, Async SR Flop Fraction 0%, post-DP HPWL 4595 um, Final Slew Violations 0, crit-path max FO 24, Die W 97.75 um, Core Region 8806 um^2, final WL 6433 um, clk sink count 43, Clock Power Share roughly 14%, RSZ-0062 raised after global routing false, synth unique cells ~64, routed length per instance 13.80 um, Synth warnings 1, antenna violations before repair 0, H-tree depth 2, crit path DRT 6.69 ns, setup violation total in the final timing report 0, Post-CTS Resized 0, cell leakage power 1.159 nW, CTS tree yes, most used flip-flop cell dfxtp_1, Seq/Total Area, Yosys 32.39%, Worst Slack Setup Final 3.251 ns, placed insts 458, slowest stage delay, CP between 0.7 and 0.8 ns, row cnt 34, GRT Residual Overflow 0, XOR Share, Synth 4.459%, Gate Area 1650 um^2, final instance area roughly 3200 um^2, starting density of the core 31.23%, slew of the pin with the lowest slew margin 0.8480 ns, ys cells 343, PD cells 546.6 nW/um^2, Cell Count, Final, Fillers Out 466
## synth_stat cells (8+ instances only)
library cell and n:
nand2_1 43, nor2_1 41, dfxtp_1 40, a21oi_1 24, inv_1 18, o21ai_0 17, nor3_1 16, xnor2_1 11
clkbuf_1 10, buf_4 9, a311oi_1 8
## layout make-up
cell class | count | share of cell area, %
Multi-Input combinational cell | 257 | 51.66
Tap cell | 108 | 4.230
Clock buffer | 6 | 2.272
Clock inverter | 2 | 1.880
Sequential cell | 43 | 27.89
Inverter | 18 | 2.115
Timing Repair Buffer | 32 | 9.949
## kinds of logic (layout without fill, tap and decap cells)
kind of cell / count (synthesis) / in the layout
flip-flops: 43 / 43
AND/OR/NAND/NOR: 144 / 144
buffers and inverters: 43 / 58
XOR/XNOR: 14 / 14
AND-OR/OR-AND: 91 / 91
adder cells (fa/ha/maj): 7 / 7
multiplexers: 1 / 1
## critical path: cells and delay by family
kind	cells	cell delay [ns]
compound gates	2	0.64
buf+inv	2	1.49
## power groups by stage
stage	logic (mW)	clock network [mW]	registers (mW)
after CTS	1.01	0.255	0.481
final	1.02	0.248	0.481
after global routing	1.14	0.266	0.499
## per-layer routing
layer | vias to the layer above | wire (um) | GRT usage [%]
met5 | - | 0 | 0
met4 | 0 | 153 | 3.030
met3 | 20 | 366 | 3.125
met2 | 73 | 2841 | 21.44
met1 | 1150 | 3072 | 20.10
li1 | 1256 | - | -
## state kept, by name, indices dropped and copies added (netlist names)
| name | flops |
|---|---|
| r_state | 3 |
| o_frame_done | 1 |
| r_byte_cnt | 10 |
| o_neopixel_out | 1 |
| r_clk_cnt | 16 |
| o_busy | 1 |
| r_bit_cnt | 3 |
| r_shift | 8 |
## final timing paths
kind	cells past startpoint	from	endpoint	slack [ns]
worst max register to register	7	r_state[2]	r_clk_cnt[11]	3.75
worst max-delay path	4	i_rst_n	r_clk_cnt[11]	3.25
worst min-delay path	1	r_bit_cnt[0]	r_bit_cnt[0]	0.47
worst min register to register	1	r_bit_cnt[0]	r_bit_cnt[0]	0.47
## placed cells by master, fill, tap and decap left out, types with 4 or more instances in the layout
master	netlist	routed
a211oi_1	7	7
dfxtp_1	40	40
o21ai_0	17	17
nand2b_1	5	5
a21oi_1	24	24
inv_1	18	18
a311oi_1	8	8
xnor2_1	11	11
or3_1	4	4
clkdlybuf4s50_1	0	31
ha_1	7	7
nor2_1	41	41
clkbuf_8	0	5
nand2_1	43	43
nor3_1	16	16
No activity file was given, so power comes from the tool's default toggle rates.
