### design/flow/config.mk
export PLATFORM = sky130hd
export DESIGN_NAME = double_buffer
export DESIGN_NICKNAME = double_buffer
export VERILOG_FILES = /design/flow/design.v
export SDC_FILE = /design/flow/constraint.sdc
export NUM_CORES = 4
export LEC_CHECK = 1
export CORE_UTILIZATION = 50
export SYNTH_MEMORY_MAX_BITS = 65536
### design/flow/constraint.sdc
current_design double_buffer

set clk_period 46.5
set clk_io_pct 0.2

create_clock -name clk0 -period $clk_period [get_ports {i_clk}]

set non_clock_inputs [all_inputs -no_clocks]
set_input_delay [expr $clk_period * $clk_io_pct] -clock clk0 $non_clock_inputs
set_output_delay [expr $clk_period * $clk_io_pct] -clock clk0 [all_outputs]
### design/flow/design.v
module double_buffer #(
  parameter LEDS = 200,
  parameter ADDR_WIDTH = $clog2(LEDS*3)
)(
  input wire i_clk,
  input wire i_rst_n,
  input wire i_wr_en,
  input wire [ADDR_WIDTH-1:0] i_wr_addr,
  input wire [7:0] i_wr_data,
  input wire i_swap,  
  input wire [ADDR_WIDTH-1:0] i_rd_addr,
  output wire [7:0] o_rd_data
);
  reg r_buf_sel = 0;  
  reg[7:0] r_bufA[0:LEDS*3-1] ;
  reg[7:0] r_bufB[0:LEDS*3-1] ;
  always_ff @(posedge i_clk) begin
    if (i_wr_en && (r_buf_sel==0)) r_bufA[i_wr_addr] <= i_wr_data;
  end
  always_ff @(posedge i_clk) begin
    if (i_wr_en && (r_buf_sel==1)) r_bufB[i_wr_addr] <= i_wr_data;
  end
  logic [7:0] rdA, rdB;
  always_ff @(posedge i_clk) rdA <= r_bufA[i_rd_addr];
  always_ff @(posedge i_clk) rdB <= r_bufB[i_rd_addr];
  assign o_rd_data = (r_buf_sel==0) ? rdB : rdA;  
  always_ff @(posedge i_clk)begin
    if(!i_rst_n) r_buf_sel <= 1'b0;
    else if(i_swap) r_buf_sel <= ~r_buf_sel;  
  end
endmodule
### design/flow/run.sh
#!/bin/bash
# OpenROAD 26Q1-2900-gdf79404cd8, Yosys 0.63+post, stock flow scripts
make -C /OpenROAD-flow-scripts/flow DESIGN_CONFIG=/design/flow/config.mk WORK_HOME=/design/flow/orfs finish
==> results.yml <==
# physical design summary
sta:
  hold_viol_final: 0
  fin_crit_sh: 0.3700
  fmax_ghz: 0.05812
  final.min_clock_period_ps: 17210
  tns_ps: 0
  drv_slew: 0
  max-slew-margin-rel: 0.07346
  layout_setup_ws_ps: 29290
  setup_viol: 0
  skew_ps: 80.41
  rsz0062_at_grt: "false"
  tightest_slew_ps: 1377
setup_path:
  crit_fanout: 62
  cp_slowest_cell: "buf_4"
  path_delay_family: "buffers and inverters"
  worst-endpoint-required_ps: 47600
  cp_slowest_stage_delay_ps: 670
  worstSetupPathType: "in -> reg"
  path_depth: 19
  worstPathCellList: "buf_16 > buf_4 > buf_4 > buf_12 > buf_4 > buf_4 > buf_4 > buf_4 > buf_4 > buf_4 > buf_4 > mux4_2 > a22oi_1 > a31oi_1 > buf_4 > nand3_1 > a311oi_2 > buf_4 > or4_1"
  end_kind: "register"
  critPathLaunchType: "input pin"
  ff2ff_path_depth: 5
  critPathArrivalTime_ps: 18300
  cp_num_buf_inv: 13
  crit_top_cell: "buf_4"
yosys:
  synthArstFlopShare: 0
  logic_family: "multiplexers"
  ys_ff: 9617
  ys_sh_aoi: 0.01894
  syn_area_sq_um: 372000
  synthFlopType: "edfxtp_1"
  edf_count: 9600
  yosys_area_sq_um: 372000
  adder_share: 0
  xor_share: 0.00002354
  yosysTopAreaCellShare: 0.7749
  most_common_cell: "edfxtp_1"
  ys_warn_count: 1
  top_cells_by_area: "edfxtp_1 (77%), mux4_2 (15%), nor2_1 (1.4%)"
  mux_share: 0.1612
  synthCells: 17190
  simple_gate_share: 0.02807
  synth_area_per_cell_sq_um: 21.64
  netlist-cell-type-count: 74
  yosysSeqAreaShare: 0.7758
  yosys_cells: 17190
  yosysTopAreaCell: "edfxtp_1"
  ys_top_cells_by_count: "edfxtp_1 (9600), mux4_2 (2462), nor2_1 (1422), nand2_1 (658), clkbuf_1 (466)"
power_and_ir_drop:
  p_total_mw: 17.84
  vdd_drop_max_mv: 0.04725
  p_per_area_nw_per_um2: 42.71
  p_leak_nw: 129.6
floorplan:
  dieHeight_um: 864.6
  die_w_um: 864.6
  num_rows: 316
  coreArea_sq_um: 740900
  io_pins: 40
  floorplan.core_util: 0.5021
  dieArea_sq_um: 747500
flow_run:
  tool_warnings: 75
  cap_viol_max_count: 0
detailed_routing:
  drt_first_pass_iters: 6
  drc: 0
  wl_um: 1106000
  dr_total_vias: 182300
  ant_nets: 0
  drtIter0Drc: 13400
  vias_per_cell: 6.285
  wire_per_inst_um: 38.12
clocking:
  root_buffer: "clkbuf_16"
  cts_resized: 0
  path_clk_slew_ps: 60
  holdBufCountCts: 0
  cts_sinks: 9617
  cts_made_buffers: 941
  clock_path_buffers: 4
  cts_setup_buffers: 0
  worstSkewPairLatency_ps: 1230
  htreeDepth: 6
  cts_tree: "built"
placement:
  portBuffers: 39
  gp_congestion: 0.9267
  dp_slack_ps: 27910
  place_area_sq_um: 387600
  hpwlAfterDp_um: 698600
final_layout:
  drive_gt1_frac: 0.2610
  fillerInstances: 53640
  syn2layout_area_growth_pct: 12.30
  flop_area_sq_um: 288600
  final_area_sq_um: 417800
  logic_area_sq_um: 78200
global_routing:
  gr-usage-all-layers: 0.3395
  grt_pass1_vias: 200600
  gr-total-overflow: 0
  grt_first_pass_wirelength_um: 1547000
  grt_max_degree: 137
  antenna_found_initial: 124
hold_path:
  whs_path_depth: 2
  hold_path_class: "reg -> reg"
run_status:
  status: "completed"
## layer usage
layer	vias up	wire length (um)	GRT usage
li1	74080	-	-
met1	93410	319400	0.4151
met2	12560	496900	0.4477
met3	2077	235800	0.3077
met4	151	49130	0.1188
met5	-	4480	0.05207
## worst register-to-register path: stages, from the launching register on
cell and delay [ps]:
dfxtp_2 600, nand2b_1 360, nor2_4 880, nand2_1 140
buf_4 310, nor2_1 1050
## sequential cells by signal, indices dropped and copies added (netlist names)
| name | flops |
|---|---|
| r_bufA | 4800 |
| r_bufB | 4800 |
| r_buf_sel | 1 |
| rdA | 8 |
| rdB | 8 |
## final timing paths
path / startpoint / to / slack [ps]
max: i_rd_addr[0] / rdA[1] / 29290
min: r_buf_sel / r_buf_sel / 1020
max reg2reg: r_buf_sel / r_bufA[506][6] / 42710
min reg2reg: r_buf_sel / r_buf_sel / 1020
## power breakdown
group	total [mW]	internal, mW	switching (mW)	leakage [nW]
Clock	7.35	4.10	3.25	14.4
Combinational	0.944	0.296	0.648	28.8
Sequential	9.54	9.54	0.00701	86.4
Total	17.8	13.9	3.91	130
## placed cells by master, fill, tap and decap left out, drive strengths merged, types with 21 or more instances in the layout
| cell | netlist | routed |
|---|---|---|
| nor2 | 1422 | 1422 |
| bufinv | 0 | 63 |
| clkbuf | 466 | 1201 |
| o211ai | 25 | 25 |
| o221ai | 70 | 70 |
| nor3 | 77 | 77 |
| clkinv | 1 | 446 |
| a221oi | 28 | 28 |
| o21ai | 120 | 120 |
| inv | 3 | 24 |
| a311oi | 36 | 36 |
| a21oi | 141 | 141 |
| mux4 | 2462 | 2462 |
| mux2 | 42 | 42 |
| nor4 | 25 | 25 |
| a31oi | 68 | 68 |
| nand4 | 31 | 31 |
| and2 | 41 | 41 |
| a22oi | 109 | 109 |
| o22ai | 248 | 248 |
| and3 | 54 | 54 |
| nand2 | 658 | 658 |
| clkdlybuf4s50 | 0 | 21 |
| edfxtp | 9600 | 9600 |
| mux2i | 405 | 405 |
| nor2b | 21 | 21 |
| a211oi | 63 | 63 |
| diode | 0 | 248 |
| nand3 | 140 | 140 |
| buf | 627 | 1037 |
## cells by family (layout without fill, tap and decap cells)
logic type | Yosys count | after routing
flops | 9617 | 9617
mux | 2909 | 2909
xor+xnor | 1 | 1
simple gates | 2536 | 2536
compound gates | 1033 | 1033
buf+inv | 1097 | 2803
other cells | 0 | 248
## cell type report
class                      instances  area share
antenna                          248    0.001485
clock buffer                    1200     0.05936
clock inverter                   540     0.01131
inverter                           4   0.0001078
multi-input combinational       6479      0.1872
sequential                      9617      0.6908
tap                             9858     0.02952
timing repair buffer            1059     0.02023
## through the flow
| stage | hold WS, ps | utilization | instances |
|---|---|---|---|
| after global placement | 908.8 | 0.5231 | 27020 |
| after CTS | 936.7 | 0.5630 | 28760 |
| final | 1019 | 0.5639 | 29010 |
| after floorplan | 826.2 | - | 17190 |
| after detailed placement | 915.7 | 0.5232 | 27020 |
| after global routing | 1071 | 0.5634 | 28860 |
Power is estimated from default activity; no workload was simulated.
